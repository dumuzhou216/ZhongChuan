===== flow/run.sh =====
#!/bin/bash
# OpenROAD 26Q1-2900-gdf79404cd8, Yosys 0.63+post, stock flow scripts
make -C /OpenROAD-flow-scripts/flow DESIGN_CONFIG=/design/flow/config.mk WORK_HOME=/design/flow/orfs finish

===== flow/config.mk =====
export PLATFORM = sky130hd
export DESIGN_NAME = tx_logic
export DESIGN_NICKNAME = tx_logic
export VERILOG_FILES = /design/flow/design.v
export SDC_FILE = /design/flow/constraint.sdc
export NUM_CORES = 4
export LEC_CHECK = 1
export CORE_UTILIZATION = 30
export SYNTH_HDL_FRONTEND = slang

===== flow/constraint.sdc =====
current_design tx_logic

set clk_period 4.7
set clk_io_pct 0.2

create_clock -name clk0 -period $clk_period [get_ports {M_AXIS_Clk}]

set non_clock_inputs [all_inputs -no_clocks]
set_input_delay [expr $clk_period * $clk_io_pct] -clock clk0 $non_clock_inputs
set_output_delay [expr $clk_period * $clk_io_pct] -clock clk0 [all_outputs]

===== flow/design.v =====
module tx_bps_module
(
    CLK, RSTn,
	 Count_Sig, 
	 BPS_CLK,clk_1MHz_TX
);
    input CLK;
	 input RSTn;
	 input Count_Sig;
	 output BPS_CLK; 
	 output clk_1MHz_TX;
	 reg [11:0]Count_BPS;
	 always @ ( posedge CLK or negedge RSTn )
	    if( !RSTn )
		     Count_BPS <= 12'd0;
		 else if( Count_BPS == 12'd99 )
		     Count_BPS <= 12'd0;
		 else if( Count_Sig )
		     Count_BPS <= Count_BPS + 1'b1;
		 else
		     Count_BPS <= 12'd0;
    assign BPS_CLK = ( Count_BPS == 12'd50 ) ? 1'b1 : 1'b0;
    assign clk_1MHz_TX = ( Count_BPS > 12'd49 ) ? 1'b1 : 1'b0;
endmodule
module tx_control_module
(
    CLK, RSTn,
	Send_Sig, TX_Data, BPS_CLK, 
    TX_Done_Sig, TX_Pin_Out,en_TX,readyFlag_TX
);
     input CLK;
	 input RSTn; 
	 input Send_Sig;
	 input [7:0]TX_Data;
	 input BPS_CLK;
	 input readyFlag_TX;
	 output TX_Done_Sig;
	 output TX_Pin_Out;
	 output en_TX;
	 reg [7:0] i;
	 reg [7:0] TX_Buf;
	 reg [7:0] count;
	 reg [15:0]count_ready;
	 reg rTX;
	 reg isDone;
	 reg en;
	 always @ ( posedge CLK or negedge RSTn )
	    if( !RSTn )
		    begin
		        i 		<= 8'd100;
		        TX_Buf	<= 8'd0;
				rTX 	<= 1'b1;
				isDone 	<= 1'b1;
				count   <= 1'b0;
				count_ready <= 16'd0;
			end
		else 
		 case(i)
		        8'd100:
		          if( Send_Sig)
                          begin i <= 8'd101;TX_Buf <= TX_Data;isDone <= 1'b0; end
		        8'd101:if( BPS_CLK )begin
		      	       if(count_ready == 16'd1) begin i <= 8'd0; en <= 1'b1; end
		      	end
		      	8'd102:
                          if( Send_Sig)
                              begin i <= 8'd0;TX_Buf <= TX_Data;isDone <= 1'b0; end
			    8'd0 :
				if( BPS_CLK ) begin i <= i + 1'b1; rTX <= 1'b0;count <= count + 1'b1;end
				8'd1, 8'd2, 8'd3, 8'd4, 8'd5, 8'd6, 8'd7, 8'd8 :
				if( BPS_CLK ) begin i <= i + 1'b1; rTX <= TX_Buf[ i - 1 ]; end
				8'd9 :
				if( BPS_CLK ) 
				    begin if( count == 1638 ) 
				                 begin  i <= 8'd11; rTX <= 1'b1;count <= 1'b0;end
				                 else  
				                     begin  i <= 8'd10; rTX <= 1'b1;end
				      end
				8'd11, 8'd12, 8'd13, 8'd14:
				if( BPS_CLK )  begin i <= i + 1'b1;end      
				8'd15:
				if( BPS_CLK )  begin i <= 8'd100;isDone <= 1'b1;end  
				8'd10 :
				begin i <= 8'd102; isDone <= 1'b1; end
			endcase
always @ ( posedge BPS_CLK or negedge RSTn )
               if( !RSTn )
                   begin
                       en <= 1'b0;
                       count_ready   <= 16'd0;
                   end
                else
                begin
                    if(readyFlag_TX)
                       begin
                            count_ready  <=count_ready + 16'd1;
                       end
                    else
                    begin
                        count_ready   <= 16'd0;
                    end
                    if(count_ready == 16'd16385)
                       begin  
                       	en <= 1'b0;  
                       	count_ready   <= 16'd0; 
                       end
                    else if(count_ready > 16'd16385)
                        count_ready   <= 16'd0;
                end
	 assign TX_Pin_Out = rTX;
	 assign TX_Done_Sig = isDone;
	 assign en_TX = en;
endmodule
`timescale 1ns / 1ps
module tx_logic( M_AXIS_Clk, M_AXIS_nRst, 
    M_AXIS_tready, 
    M_AXIS_tvalid,
    M_AXIS_tdata,
    M_AXIS_tkeep,
    M_AXIS_tlast,
    TXD,
    LED,
    clk_1MHz_TX,
    readyFlag_TX,
    en_TX
    );
    input   M_AXIS_Clk;
    input   M_AXIS_nRst; 
    output  M_AXIS_tready; 
    input   M_AXIS_tvalid;
    input   M_AXIS_tdata;
    input   M_AXIS_tkeep;
    input   M_AXIS_tlast;
    output TXD;
    output LED;
    output clk_1MHz_TX;
    input readyFlag_TX;
    output en_TX;
  reg M_AXIS_tready;
  wire clk_100m;
  wire reset_n;
  wire [31:0] M_AXIS_tdata;
  wire M_AXIS_tvalid;
  wire [3:0] M_AXIS_tkeep;
  wire M_AXIS_tlast;
  reg [15:0] state;
  reg [15:0] cnt_tx;
  reg [7:0] tx_data;
  reg [31:0] tx_data_buf;
  reg send_sig;
  wire tx_done;
  wire TXD;
  wire clk_1MHz_TX;
  reg last;
  reg [3:0] keep;
  reg LED;
  wire en_TX;
  wire readyFlag_TX;
  always @ (posedge M_AXIS_Clk or negedge M_AXIS_nRst) begin
    if( !M_AXIS_nRst ) begin
      state         <=  16'd0;
      cnt_tx        <=  16'd0;
      M_AXIS_tready <=  1'b0;
      tx_data       <=  8'd0;
      tx_data_buf   <=  32'd0;
      keep          <=  4'b0;
      last          <=  1'b0;
      LED           <=  1'b1;
      send_sig      <=  1'b0;
    end
    else case(state)
      16'd0: begin 
        send_sig        <=  1'b0;
        state           <=  16'd1;
      end
      16'd1: if(tx_done & M_AXIS_tvalid) state <= 16'd2;
      16'd2: begin
        M_AXIS_tready   <=  1'b1;
        tx_data         <=  M_AXIS_tdata[7:0];
        tx_data_buf[31:0]     <=  M_AXIS_tdata[31:0];
        send_sig        <=  1'b1;
        last            <=  M_AXIS_tlast;
        keep            <=  M_AXIS_tkeep; 
        cnt_tx          <=  16'd0; 
        LED             <=  1'b0;
        state           <=  16'd3;
      end
      16'd3: begin
        M_AXIS_tready   <=  1'b0;
        send_sig        <=  1'b0;
        state           <=  16'd4;
      end
      16'd4: if( keep[1] == 1'b0 && last == 1'b1 ) state <= 16'd100; else if(tx_done) state <= 16'd5;
      16'd5: begin
        tx_data         <=  tx_data_buf[15:8];
        send_sig        <=  1'b1;
        state           <=  16'd6;
      end
      16'd6: begin
        send_sig        <=  1'b0;
        state           <=  16'd7;
      end
      16'd7: if( keep[2] == 1'b0 && last == 1'b1 ) state <= 16'd100; else if(tx_done) state <= 16'd8;
      16'd8: begin
        tx_data         <=  tx_data_buf[23:16];
        send_sig        <=  1'b1;
        state           <=  16'd9;
      end
      16'd9: begin
        send_sig        <=  1'b0;
        state           <=  16'd10;
      end
      16'd10: if( keep[3] == 1'b0 && last == 1'b1 ) state <= 16'd100; else if(tx_done) state <= 16'd11;
      16'd11: begin
        tx_data         <=  tx_data_buf[31:24];
        send_sig        <=  1'b1;
        state           <=  16'd0;
      end
      16'd100: if( cnt_tx < 16'd2000) cnt_tx <= cnt_tx + 1'b1; else state <= 16'd101;
      16'd101: begin
        LED <= 1'b1;
        if( M_AXIS_tlast == 1'b0 && M_AXIS_tvalid == 1'b1) state <=16'd102;
      end
     16'd102: begin
        state <= 16'd2;
      end
      default: begin
        tx_data         <=  8'hEE;
        send_sig        <=  1'b1;
      end
    endcase
  end
  tx_module U1
  (
    .CLK(M_AXIS_Clk),
    .RSTn(M_AXIS_nRst),
	.TX_Data(tx_data), 
	.Send_Sig(send_sig),
	.TX_Done_Sig(tx_done),
	.TX_Pin_Out(TXD),
	.clk_1MHz_TX(clk_1MHz_TX),
	.readyFlag_TX(readyFlag_TX),
	.en_TX(en_TX)
  );
endmodule
module tx_module
(
    CLK, RSTn,
	 TX_Data, Send_Sig,
	 TX_Done_Sig, TX_Pin_Out,BPS_CLK,en_TX,readyFlag_TX,clk_1MHz_TX
);
     input CLK;
	  input RSTn;
	  input [7:0]TX_Data;
	  input Send_Sig;
	  output TX_Done_Sig;
	  output TX_Pin_Out;
	  output BPS_CLK; 
	  output en_TX; 
	  input readyFlag_TX;
	  output clk_1MHz_TX;
	  wire BPS_CLK;
	  tx_bps_module U2
	  (
	      .CLK( CLK ),
			.RSTn( RSTn ),
			.Count_Sig( 1'b1 ),     
			.BPS_CLK( BPS_CLK ),
			.clk_1MHz_TX(clk_1MHz_TX)          
	  );
	  tx_control_module U3
	  (
	      .CLK( CLK ),
			.RSTn( RSTn ),
			.Send_Sig( Send_Sig ),     
			.TX_Data( TX_Data ),         
			.BPS_CLK( BPS_CLK ),         
			.TX_Done_Sig( TX_Done_Sig ),   
			.TX_Pin_Out( TX_Pin_Out ),
			.en_TX(en_TX),
			.readyFlag_TX(readyFlag_TX)      
	  );
endmodule

==> flow_summary.json <==
{
  "outcome": "complete, no violations",
  "cts.hold.buffers_added": 0,
  "crit_required_ns": 3.76,
  "max-vdd-ir-drop_v": 0.000206,
  "hold_viol": 0,
  "maxSlewViolCount": 0,
  "grt_pass1_wl_um": 17700,
  "clkTransAtPathRegs_ns": 0.07,
  "postCtsSetupBuffers": 0,
  "grt_pass1_vias": 3746,
  "critical_path.max_fanout": 5,
  "setup.worst_path.class": "reg2out",
  "yosys-top-cells-count": "109 x dfrtp_1, 61 x nor2_1, 38 x nand2_1",
  "crit_start": "U1.U2.Count_BPS[7]",
  "area_leaders": "dfrtp_1 50%, mux2_2 7.2%, nor2_1 4.2%",
  "rows": 49,
  "worstHoldStart": "U1.U3.i[7]",
  "top_cell": "dfrtp_1",
  "antenna_found_initial": 0,
  "yosys_warnings": 1,
  "top_cell_area_share_pct": 49.8,
  "ys_area_mm2": 0.00548,
  "dieArea_mm2": 0.0188,
  "ant_nets": 0,
  "synthesis.area_mm2": 0.00548,
  "grt_overflow": 0,
  "die_y_um": 137,
  "yosysSeqAreaShare_pct": 53.2,
  "fp-utilization_pct": 30.6,
  "cts_resized": 0,
  "p_per_area_mw_per_mm2": 287,
  "drtPass1Iterations": 4,
  "arrival_ns": 2.03,
  "setup_violations": 0,
  "r2r-end": "U1.U3.i[5]",
  "min_to": "U1.U3.i[7]",
  "portBuffers": 43,
  "power_leakage_nw": 2.80,
  "synth-seq-cells": 116,
  "edf_count": 0,
  "cts-root-buf": "clkbuf_16",
  "vias_per_cell": 4.91,
  "cts.path.max_buffers": 2,
  "tritoncts": "built",
  "final.setup.tns_ns": 0,
  "largest_area_cell": "dfrtp_1",
  "warning_count": 34,
  "max_slew_margin_pct": 54.6,
  "ff_type": "dfrtp_1",
  "syn_avg_cell_area_um2": 11.0,
  "max_freq_mhz": 336,
  "combGateArea_mm2": 0.00241,
  "period_minus_slack_ns": 2.97,
  "drt_iter0_drc": 237,
  "h-tree-depth": 3,
  "rsz0062_at_grt": "false",
  "area_growth_pct": 18.4,
  "wire_per_inst_um": 12.9,
  "place_congestion": 0.813,
  "worstHoldPathType": "reg2reg",
  "grt_usage_pct": 11.9,
  "drive_gt1_share_pct": 15.8,
  "critical_path.endpoint_type": "primary output",
  "ff2ff_path_depth": 7,
  "cp-start-kind": "flip-flop",
  "untimed_endpoints": 15,
  "fin_crit_sh_pct": 63.3,
  "cap_viol_max_count": 0,
  "n_antenna_cell": 0,
  "fin_util_pct": 36.2,
  "synth_cell_type_count": 62,
  "numCtsBuffers": 9,
  "tightest_slew_ns": 0.676,
  "fp.coreArea_mm2": 0.0179,
  "unclocked_pins": 16,
  "yosys_cells": 499,
  "r2r_start": "U1.U3.i[0]",
  "ioPinCount": 46,
  "fillers": 1722,
  "drt_wl_total_um": 9980,
  "fp.dieW_um": 137,
  "num_vias": 3796,
  "async_flop_share_pct": 100,
  "hold_depth": 0,
  "seqCellArea_mm2": 0.00291,
  "dp_hpwl_um": 7130,
  "syn-instance-count": 499,
  "fin_skew_ns": 0.00965,
  "clock.latency.late_pin_ns": 0.35,
  "grt_max_degree": 44,
  "rrSetupSlack_ns": 2.25,
  "drc": 0
}
-- report_power, final --
part	switching [W]	internal, W
Sequential	0.0000321	0.000894
Combinational	0.0000557	0.0000596
Clock	0.000341	0.000476
Total	0.000428	0.00143
-- metrics by stage --
stage / setup WS [ns] / instances / total power, W / area (um^2) / hold slack, ns
2_1_floorplan: 2.50 / 500 / 0.000988 / 5480 / 0.352
3_3_place_gp: 2.04 / 757 / 0.00106 / 6150 / 0.421
3_5_place_dp: 2.06 / 757 / 0.00106 / 6150 / 0.428
4_1_cts: 1.68 / 773 / 0.00188 / 6480 / 0.443
5_1_grt: 1.62 / 773 / 0.00195 / 6480 / 0.450
6_report: 1.73 / 773 / 0.00186 / 6480 / 0.438
-- cell usage in the layout, fill, tap and decap left out, drive strengths merged, types with 5 or more instances in the layout --
cell / n
dfrtp: 109
o21bai: 5
nor2: 62
a22oi: 6
clkdlybuf4s50: 42
and3: 5
and4: 5
nand4: 7
a21oi: 10
nor4: 9
inv: 22
ha: 12
a31oi: 6
dfstp: 7
xnor2: 23
mux2: 37
a221oi: 10
nor3: 8
nand3: 15
buf: 6
xor2: 5
clkbuf: 9
o21ai: 31
nand2: 38
-- cell type report --
type	count	area share, %
sequential	116	44.9
multi-input combinational	344	37.2
clock inverter	7	1.68
inverter	20	1.16
tap	229	4.42
clock buffer	9	3.47
timing repair buffer	48	7.18
-- worst max-delay path, cell delays in order, from the launching register on --
cell	delay, ns
dfrtp_1	0.43
or4_4	0.56
nor3_1	0.19
nand2_1	0.09
clkdlybuf4s50_1	0.41
-- flip-flops by register name, summed over array words and instances (netlist names), 3 cells and up --
name	flops
U1.U3.i	8
tx_data_buf	24
state	15
keep	3
U1.U3.count_ready	16
cnt_tx	16
U1.U3.TX_Buf	8
U1.U2.Count_BPS	12
tx_data	8
-- kinds of logic (layout without fill, tap and decap cells) --
group	count (synthesis)	in the layout	synth area share (%)
xor+xnor	28	28	4.48
fa+ha+maj	12	12	2.74
flops	116	116	53.2
compound gates	87	87	11.7
simple gates	173	173	16.0
mux	42	42	8.98
buf+inv	40	84	2.90
other cells	1	2	0.0685
-- worst max-delay path by stage --
| stage | end | slack (ns) | cells after the start |
|---|---|---|---|
| after CTS | clk_1MHz_TX | 1.68 | 4 |
| after global routing | clk_1MHz_TX | 1.62 | 4 |
| final | clk_1MHz_TX | 1.73 | 4 |
-- per-layer routing --
| layer | global-route usage [%] | vias to the layer above | routed length [um] |
|---|---|---|---|
| met5 | 0 | - | 0 |
| met1 | 18.0 | 1891 | 4820 |
| li1 | - | 1849 | - |
| met4 | 1.59 | 0 | 133 |
| met2 | 18.7 | 47 | 4680 |
| met3 | 2.34 | 9 | 340 |
Power and IR drop assume default switching activity.
